<file path="flow/design.v">
module CarryLookAheadAdder(
  input [3:0]A, B, 
  input Cin,
  output [3:0] S,
  output Cout
);
  wire [3:0] C;
  assign C[0] = Cin;
  assign C[1] = (A[0] & B[0]) | ((A[0]^B[0]) & C[0]);
  assign C[2] = (A[1] & B[1]) | ((A[1]^B[1]) & C[1]); 
  assign C[3] = (A[2] & B[2]) | ((A[2]^B[2]) & C[2]); 
  assign Cout  = (A[3] & B[3]) | ((A[3]^B[3]) & C[3]);
  assign S = A^B^C;
endmodule
</file>
<file path="flow/run.sh">
#!/bin/bash
# OpenROAD 26Q1-2900-gdf79404cd8, Yosys 0.63+post, stock flow scripts
make -C /OpenROAD-flow-scripts/flow DESIGN_CONFIG=/design/flow/config.mk WORK_HOME=/design/flow/orfs finish
</file>
<file path="flow/config.mk">
export PLATFORM = sky130hd
export DESIGN_NAME = CarryLookAheadAdder
export DESIGN_NICKNAME = CarryLookAheadAdder
export VERILOG_FILES = /design/flow/design.v
export SDC_FILE = /design/flow/constraint.sdc
export NUM_CORES = 4
export LEC_CHECK = 1
export CORE_AREA = 10 10 70 70
export DIE_AREA = 0 0 80 80
</file>
<file path="flow/constraint.sdc">
current_design CarryLookAheadAdder

set clk_period 3.8
set clk_io_pct 0.2

create_clock -name clk0 -period $clk_period

set non_clock_inputs [all_inputs -no_clocks]
set_input_delay [expr $clk_period * $clk_io_pct] -clock clk0 $non_clock_inputs
set_output_delay [expr $clk_period * $clk_io_pct] -clock clk0 [all_outputs]
</file>
==> GITHUB_STEP_SUMMARY <==
### Flow metrics

| Metric | Value |
|---|---|
| Setup-failing EPs final | `0` |
| FP Util | `0.03443` |
| Flop pwr share | `0` |
| Core area | `3416 um^2` |
| Die Y | `80 um` |
| Clock buffer cells | `0` |
| Worst Setup End Kind | `primary output` |
| Antenna cell count | `0` |
| Cell Area, Placed | `315.3 um^2` |
| First-pass GRT wire length | `655 um` |
| Crit Path Class | `in -> out` |
| Die width | `80 um` |
| Max Freq | `270.9 MHz` |
| Flip-flops | `0` |
| Area Overhead vs Synth | `177.7%` |
| Type of origin of the critical path | `input port` |
| Log Warnings | `32` |
| FP Rows | `21` |
| AO/OA Area Share | `0` |
| Post-CTS setup buffer count | `0` |
| Fin. max-slew vios | `0` |
| Pre-CTS WS | `-0.2131 ns` |
| Post-synthesis cell type count | `2` |
| Most numerous logic cell after layout | `clkdlybuf4s50_1` |
| Final min period | `3.691 ns` |
| Yosys Instances | `14` |
| Met2 Track Usage GR | `0.01685` |
| RSZ-0062 raised after global routing | `no` |
| Clock share of power | `0` |
| GR Layer Usage met3 | `0.007955` |
| Most used routing layer | `met1` |
| Gr usage total | `0.01275` |
| DR iter-0 viols | `0` |
| Slew headroom | `0.9317` |
| Avg WL per Cell | `5.797 um` |
| Hold Crit Class | `in -> out` |
| Fin crit share | `0.9713` |
| And+or+nand+nor area frac | `0` |
| Routed wire length | `429 um` |
| Top logic family | `adder cells` |
| Number of global-route vias before repair | `148` |
| Seq share, synth | `0` |
| Max-Cap Viols | `0` |
| Critical path launch point | `Cin` |
| Num ports | `14` |
| Xor/xnor share | `0` |
| Die ar. | `6400 um^2` |
| Final Hold Violation Tally | `0` |
| Routed Antenna Nets | `0` |
| First drt pass iteration count | `1` |
| Vias per cell | `1.662` |
| Sw frac | `0.2972` |
| Top logic cells by instance count in the layout | `clkdlybuf4s50_1 (12), inv_2 (5), inv_1 (5), fa_2 (4)` |
| Hold Path Stages | `5` |
| Yosys warns | `0` |
| Worst vdd ir | `32.89 uV` |
| DRC viols | `0` |
| Status | `finished clean` |
| Initial antenna violation count | `0` |
| Pwr Density | `115.8 nW/um^2` |
| Worst Path Max Fanout | `1` |
| Mapped cell area | `117.6 um^2` |
| Switching Power | `11.24 uW` |
| Crit path arrival time | `2.93 ns` |
| Layout cells sized above 1 | `0.3214` |
| Pint | `26.59 uW` |
| Final worst slack | `0.1091 ns` |
| Placer Congestion | `0.7539` |
| Reg area | `0 um^2` |
| Largest net degree at the start of global routing | `2` |
| Final Instance Area | `326.6 um^2` |
| Routed vias | `123` |
| Yosys Chip Area | `117.6 um^2` |
| Worst EP required | `3.04 ns` |
| Worst slew pin tran | `0.1021 ns` |
| Leakage | `0.0001390 uW` |
| Syn_area_per_cell | `8.401 um^2` |
| Buffers added on ports | `14` |
| Grt met1 use | `0.01801` |
| Adder Area Share | `0.6809` |
| Hold Path Origin | `A[0]` |
| Logic pwr share | `1.000` |
| Global route total overflow | `0` |
| Syn Inst Count | `14` |
| Area fraction in mux cells | `0` |
| Hpwl dp | `434.5 um` |
==> critical path, stage by stage <==
cell and delay [ns]:
clkdlybuf4s50_1 0.48, inv_2 0.04, fa_2 0.34, inv_2 0.06
fa_2 0.20, fa_2 0.19, inv_2 0.04, fa_2 0.31
inv_1 0.05, clkdlybuf4s50_1 0.46
==> timing repair <==
| item | 4_1_cts | 5_1_grt |
|---|---|---|
| resized | 10 | 1 |
| endpoints found under the setup margin | 2 | 2 |
| pin swaps | 3 | 2 |
| hold buffers | 0 | 0 |
==> cells in the mapped netlist <==
cell type  instances  area share
inv_1             10        0.32
fa_1               4        0.68
==> layout make-up <==
class | instances | area (um^2)
Fill cell | 408 | 3089
Timing Repair Buffer | 14 | 141.4
Multi-Input combinational cell | 4 | 90.09
Tap cell | 46 | 57.56
Inverter | 10 | 37.54
==> worst paths after layout <==
path,endpoint,slack [ns]
max,Cout,0.11
min,S[0],2.32
==> through the flow <==
| stage | util | TNS [ns] | instances | hold slack [ns] | power, uW |
|---|---|---|---|---|---|
| 4_1_cts | 0.09487 | 0 | 74 | 2.462 | 39.94 |
| 2_1_floorplan | - | 0 | 14 | 1.627 | 6.885 |
| 6_report | 0.09560 | 0 | 74 | 2.318 | 37.83 |
| 3_3_place_gp | 0.09231 | -0.1773 | 74 | 2.562 | 37.98 |
| 5_1_grt | 0.09560 | 0 | 74 | 2.358 | 43.27 |
| 3_5_place_dp | 0.09231 | -0.2328 | 74 | 2.568 | 38.89 |
==> cell families (layout without fill, tap and decap cells) <==
logic type  after synthesis  count (layout)
buf+inv                  10              24
fa+ha+maj                 4               4
==> power groups by stage <==
stage         sequential (uW)  combinational [uW]  clock, uW
finish                      0                37.8          0
global route                0                43.3          0
CTS                         0                39.9          0
==> layer usage <==
layer	routed length, um	up-vias
met5	0	-
met4	0	0
met3	102	0
met2	117	13
met1	209	50
li1	-	60
Power figures rest on the tool's default switching activity, not on a simulated workload.
